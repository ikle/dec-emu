[./config.mk]
export PLATFORM = sky130hd
export DESIGN_NAME = mips_file
export DESIGN_NICKNAME = mips_file
export VERILOG_FILES = /design/flow/design.v
export SDC_FILE = /design/flow/constraint.sdc
export NUM_CORES = 4
export LEC_CHECK = 1
export CORE_UTILIZATION = 50
[./constraint.sdc]
current_design mips_file

set clk_period 6.5
set clk_io_pct 0.2

create_clock -name clk0 -period $clk_period [get_ports {clock}]

set non_clock_inputs [all_inputs -no_clocks]
set_input_delay [expr $clk_period * $clk_io_pct] -clock clk0 $non_clock_inputs
set_output_delay [expr $clk_period * $clk_io_pct] -clock clk0 [all_outputs]
[./design.v]
module mips_file (
	input clock,
	input [4:0] rd, input [3:0] we, input [31:0] D,
	input [4:0] rs, rt, output [31:0] S, T
);
	reg [7:0] R0[31], R1[31], R2[31], R3[31];
	always @(posedge clock) begin
		if (we[0])  R0[rd] <= D[7:0];
		if (we[1])  R1[rd] <= D[15:8];
		if (we[2])  R2[rd] <= D[23:16];
		if (we[3])  R3[rd] <= D[31:24];
	end
	assign S = (rs == 5'b0) ? 32'b0 : {R3[rs], R2[rs], R1[rs], R0[rs]};
	assign T = (rt == 5'b0) ? 32'b0 : {R3[rt], R2[rt], R1[rt], R0[rt]};
endmodule
[./run.sh]
#!/bin/bash
# OpenROAD 26Q1-2900-gdf79404cd8, Yosys 0.63+post, stock flow scripts
make -C /OpenROAD-flow-scripts/flow DESIGN_CONFIG=/design/flow/config.mk WORK_HOME=/design/flow/orfs finish
==> results.py <==
# Auto-generated metrics
metrics = {
    "drt": {
        "initialDrtViolationCount": 2240,
        "totalWireLength_mm": 149,
        "drc": 0,
        "wl_per_cell_um": 36.0,
        "vias": 28000,
        "via_per_inst": 6.78,
        "first_pass_iters": 9,
        "antenna_left": 0,
    },
    "clock_network": {
        "htreeDepth": 3,
        "cts_tree": "done",
        "root_buffer": "clkbuf_16",
        "cts_inserted_buffers": 106,
        "cts.reportedPaths.clkPinSlew_ps": 60,
        "cts_resized": 0,
        "post_cts_buffers": 0,
        "cts.path.max_buffers": 3,
        "holdBufCountCts": 0,
        "cts.sinks": 992,
    },
    "logic_synthesis": {
        "yosys.area.top_type_share_pct": 62.6,
        "yosysCellCount": 2674,
        "topCellsByArea": "edfxtp_1, mux4_2, mux2i_1",
        "top_cell": "edfxtp_1",
        "async_reset_ff_share_pct": 0,
        "yosys.area.top_type": "edfxtp_1",
        "synth_cell_type_count": 52,
        "ys_ff": 992,
        "synth_top_flop_cell": "edfxtp_1",
        "synth_seq_share_pct": 62.6,
        "netlist_top_cells_count": "edfxtp_1, mux4_2, mux2i_1",
        "syn_area_per_cell_um2": 17.8,
        "edf_count": 992,
        "postSynthCellCount": 2674,
        "mappedNetlistArea_mm2": 0.0476,
        "yosysWarningCount": 1,
        "synth-area-yosys_mm2": 0.0476,
    },
    "sta": {
        "worst_pin_slew_ps": 984,
        "timing.hold.ws_ps": 1420,
        "fmax_mhz": 165,
        "drv_slew": 0,
        "layout_min_cycle_time_ps": 6060,
        "maxSlewHeadroom_pct": 34.2,
        "rsz0062_at_grt": "false",
        "finalCritPeriodShare_pct": 93.3,
        "final.setup.tns_ps": 0,
        "hold_violations": 0,
        "layout_setup_ws_ps": 435,
        "setup_violations": 0,
    },
    "grt": {
        "grtUsageTotal_pct": 35.1,
        "grt_pass1_vias": 31000,
        "gr-total-overflow": 0,
        "grt_pass1_wl_mm": 215,
        "grt_max_degree": 99,
        "antenna_found_initial": 9,
    },
    "min_path": {
        "holdCritPathClass": "input pin to flop",
        "min_from": "D[10]",
        "hold_end": "R1[20][2]",
        "hold_depth": 2,
    },
    "setup_path": {
        "slowest_delay_ps": 830,
        "crit_path_end_kind": "output port",
        "cp_max_fo": 32,
        "startpoint": "rt[3]",
        "crit_required_ps": 5200,
        "start_kind": "input pin",
        "cp_num_buf_inv": 4,
        "critPathKind": "input pin to output port",
        "critPathTopFamily": "buffers and inverters",
        "crit_arrival_ps": 4760,
        "crit_top_cell": "buf_4",
        "path_cells": "buf_4 > nor2b_4 > buf_4 > a22o_1 > a211oi_1 > nor3_1 > buf_4 > clkdlybuf4s50_1",
        "crit_slowest_cell": "nor2b_4",
    },
    "place": {
        "dp.cells": 3940,
        "gp_congestion": 0.927,
        "portBuffers": 115,
        "placed_cell_area_mm2": 0.0501,
        "hpwl_mm": 98.1,
        "dp_slack_ps": 535,
    },
    "final_layout": {
        "final_cells": 4136,
        "drive_gt1_share_pct": 26.6,
        "logic_area_mm2": 0.0166,
        "synthToLayoutAreaGrowth_pct": 12.4,
        "register_area_mm2": 0.0298,
        "n_fill_cell": 6818,
        "stdcell_area_mm2": 0.0535,
    },
    "pwr": {
        "p_seq_share_pct": 49.5,
        "leakagePower_nw": 17.3,
        "power_frac_comb_pct": 9.5,
        "cellPowerDensity_mw_per_mm2": 270,
        "peakVddDrop_mv": 0.250,
        "p_sw_w": 0.00329,
        "p_int_w": 0.0112,
        "pwr-share-clk_pct": 41.0,
        "swShare_pct": 22.8,
    },
    "floorplan": {
        "coreArea_mm2": 0.0937,
        "row_count": 112,
        "die_h_um": 311,
        "fp_util_pct": 50.8,
        "ioPinCount": 116,
        "chip_area_mm2": 0.0965,
        "fp.dieW_um": 311,
    },
    "status": {
        "status": "completed",
    },
    "job": {
        "warnings": 25,
        "max_cap_violations": 0,
    },
}
==> metrics by stage <==
| step | power, W | util, % |
|---|---|---|
| 2_1_floorplan | 0.00802 | - |
| 3_3_place_gp | 0.00863 | 53.5 |
| 3_5_place_dp | 0.00865 | 53.5 |
| 4_1_cts | 0.0145 | 57.1 |
| 5_1_grt | 0.0148 | 57.1 |
| 6_report | 0.0144 | 57.1 |
==> kinds of logic after synthesis <==
kind of cell           count (synthesis)  synth area share, %
DFF                                  992                 62.6
muxes                                629                 23.0
AOI/OAI and AO/OA                    427                 7.00
and+or+nand+nor                      400                 4.70
buffers and inverters                226                 2.77
==> sequential cells by signal (all words and copies together) (netlist names) <==
| name | flops |
|---|---|
| R1 | 248 |
| R0 | 248 |
| R2 | 248 |
| R3 | 248 |
==> final cells by class <==
class,count,share of cell area [%]
diodes,2,0.00935
clock buffers,130,5.20
clock inverters,64,1.14
inverters,1,0.00701
multi-input cells,1456,30.9
flip-flops and latches,992,55.7
well taps,1254,2.93
repair buffers,237,4.10
==> worst max-delay path by stage <==
| stage | endpoint | cells after the start |
|---|---|---|
| after CTS | T[15] | 8 |
| after global routing | T[15] | 8 |
| final | T[15] | 8 |
==> power by group through the flow <==
stage	clock, W	combinational [W]	sequential [W]
final	0.00593	0.00137	0.00715
after global routing	0.00625	0.00145	0.00716
after CTS	0.00600	0.00137	0.00715
==> layout by cell type, fill, tap and decap left out, types with 22 or more instances in the layout <==
cell and n:
nor2b_1 31, clkbuf_16 108, a221oi_1 31, mux2i_1 160, o211ai_1 29, o21ai_0 63
o221ai_1 35, buf_4 115, edfxtp_1 992, nand2b_1 54, clkinv_1 28, a221o_1 24
clkdlybuf4s50_1 105, and2_1 147, clkbuf_1 22, mux2_2 113, a22oi_1 67, nand2_1 86
nor2_1 34, mux4_2 346
==> metal layers <==
layer,GRT usage (%),vias up,routed length [um]
met1,44.8,14100,46800
met2,50.2,2113,69900
li1,-,11500,-
met3,24.5,348,25400
met4,11.6,18,6710
met5,1.14,-,183
No activity file was given, so power comes from the tool's default toggle rates.
