### ./design.v
module mips_adder (
	input [6:0] F, input [31:0] S, T, output [31:0] q, output co, ov
);
	wire [33:0] s = {1'b0, S, F[1]} + {1'b0, F[1] ? ~T : T, F[1]};
	assign q  = s[32:1];
	assign co = s[33];
	assign ov = F[0] ? 0 : T[31] == S[31] && T[31] != q[31];
endmodule
module mips_logic (
	input [6:0] F, input [31:0] S, T, output [31:0] q
);
	wire LU = F[6];   
	assign q = F[1] ? (F[0] ? LU ? T << 16 : ~(S | T) : S ^ T) :
			  (F[0] ? S | T : S & T);
endmodule
module mips_alu (
	input [6:0] F, input [31:0] S, T, output [31:0] q, output ov
);
	wire [31:0] aq, lq, o;
	wire aco, aov, lt;
	mips_adder A (F, S, T, aq, aco, aov);
	mips_logic L (F, S, T, lq);
	assign lt = F[0] ? aco : aq[31];	 
	assign o  = F[2] ? lq  : aq;		 
	assign q  = F[3] ? {31'b0, lt} : o;	 
	assign ov = F[3:2] == 0 && aov;		 
endmodule
### ./run.sh
#!/bin/bash
# OpenROAD 26Q1-2900-gdf79404cd8, Yosys 0.63+post, stock flow scripts
make -C /OpenROAD-flow-scripts/flow DESIGN_CONFIG=/design/flow/config.mk WORK_HOME=/design/flow/orfs finish
### ./config.mk
export PLATFORM = sky130hd
export DESIGN_NAME = mips_alu
export DESIGN_NICKNAME = mips_alu
export VERILOG_FILES = /design/flow/design.v
export SDC_FILE = /design/flow/constraint.sdc
export NUM_CORES = 4
export LEC_CHECK = 1
export CORE_UTILIZATION = 50
### ./constraint.sdc
current_design mips_alu

set clk_period 15.1
set clk_io_pct 0.2

create_clock -name clk0 -period $clk_period

set non_clock_inputs [all_inputs -no_clocks]
set_input_delay [expr $clk_period * $clk_io_pct] -clock clk0 $non_clock_inputs
set_output_delay [expr $clk_period * $clk_io_pct] -clock clk0 [all_outputs]
==> ds_physical_params.txt <==
Physical implementation characteristics

Parameter                              Value

Yosys
  Top area contributor share .................. between 20% and 30%
  Chip area estimate from yosys synthesis .................. around 4500 µm²
  Average footprint of a synthesized cell .................. 6.765 µm²
  Portion of the post-synthesis area used by sequential elements .................. 0%
  Post-Synthesis Cells .................. 668
  Synthesis Warnings .................. 0
  Dominant cell by count in the synthesized netlist .................. sky130_fd_sc_hd__inv_1
  Cell type with the highest aggregate area in the netlist .................. sky130_fd_sc_hd__ha_1
  Number of standard cells reported by yosys .................. between 600 and 700
  Cell types with the highest counts after synthesis .................. sky130_fd_sc_hd__inv_1 (103), sky130_fd_sc_hd__ha_1 (97), sky130_fd_sc_hd__nand2_1 (88), sky130_fd_sc_hd__o21ai_0 (81), sky130_fd_sc_hd__nor2_1 (47)
  Top cells by area in the synthesized netlist .................. sky130_fd_sc_hd__ha_1 (27%), sky130_fd_sc_hd__o21ai_0 (9.0%), sky130_fd_sc_hd__xor2_1 (8.9%), sky130_fd_sc_hd__inv_1 (8.6%), sky130_fd_sc_hd__mux4_2 (8.0%)
  Unique cell types .................. between 40 and 50
  Mapped cell area .................. 4519 µm²

Final timing
  Final setup violation count .................. 0
  Max-Slew Margin vs Limit .................. roughly 45%
  Share of the cycle needed by the critical path after routing .................. 70.38%
  Final hold vios .................. 0
  WHS .................. 7.026 ns
  Time the worst path needs with I/O delays and setup .................. approximately 11 ns
  Setup TNS Final .................. 0 ns
  Achievable Freq .................. ~0.094 GHz
  Final Max Tran Viols .................. 0
  RSZ-0062 raised after global routing .................. no
  Worst Max-Slew Pin Slew .................. roughly 0.82 ns

Final layout
  Fraction of final layout cells with drive strength greater than 1 .................. 4.313%
  Core occupancy in the finished layout .................. between 60% and 70%
  Fill count .................. about 800
  Clock buf count .................. 0
  Area delta synth->final .................. 23.48%
  Final instance count without filler cells .................. about 850
  Seq Cell Count .................. 0
  Footprint of the flip-flops and latches .................. 0 µm²

Global routing
  Global-route usage over all layers .................. between 20 and 30%
  Number of antenna violations at the first check in global routing .................. 0
  Fraction of met2 tracks used by global routing .................. around two fifths
  Congestion Overflow GR .................. 0
  GR met1 Demand/Resource .................. 39.24%
  Most heavily used metal layer in global routing .................. met2
  GRT met3 Usage .................. ~1.5%
  First-pass GRT wire length .................. 19.62 mm
  Vias in the first global route .................. ~4200
  Pin count of the biggest net entering global routing .................. 71

Placed design
  Input/output buffers .................. ~100
  Dpl hpwl .................. ~9.2 mm
  Placed Instances .................. ~850
  GP Congestion .................. approximately 1.0

Detailed routing
  Post-DRT Antenna Nets .................. 0
  Total number of vias .................. roughly 4600
  Initial DRC count .................. 187
  Vias per cell .................. about 5.4
  # diodes .................. 0
  Number of remaining DRC errors .................. 0
  Aggregate routed wire length .................. roughly 12 mm
  Number of iterations in the first detailed-routing pass .................. 5
  DR WL/cell .................. 13.76 µm

Job
  Maxcap violations .................. 0
  Count of tool warnings .................. around 70

Setup path
  Worst Path Class, Setup .................. input pin to output pin
  Type of element capturing the critical path .................. output pin
  Critical Path Source .................. F[1]
  Arrival time at the worst endpoint .................. between 7 and 8 ns
  Critical path peak fanout .................. roughly 56
  Required time at the endpoint of the critical path .................. between 10 and 15 ns
  CP startpoint kind .................. input pin

Pwr
  Worst supply voltage drop on vdd .................. about 32 µV
  Cell Pwr Density .................. 40.90 nW/µm²
  Static power due to leakage .................. roughly 0.0027 µW

Clock tree
  Post-CTS Setup Inserts .................. 0
  Post-cts gate resize count .................. 0
  Post-CTS Hold Fix Bufs .................. 0

Die
  Effective utilization at floorplan .................. slightly above 50%
  Std-Cell Core Area .................. 8721 µm²
  Ports .................. 104
  Number of rows in the core area .................. 34
  Floorplan die height .................. 97.07 µm
  Die Size .................. ~9400 µm²
  Horizontal die dimension .................. between 90 and 100 µm

Worst hold path
  Min-Delay Path Depth .................. 4
  Path category of the worst min-delay check .................. input pin to output pin
  Startpoint of the tightest hold check path .................. F[1]
  Hold-critical path endpoint .................. q[30]

Status
  Status .................. finished, final reports clean
## critical path, stage by stage
cell                              delay [ns]
sky130_fd_sc_hd__buf_4                  0.36
sky130_fd_sc_hd__buf_4                  0.65
sky130_fd_sc_hd__xor2_1                 0.15
sky130_fd_sc_hd__ha_1                   0.40
sky130_fd_sc_hd__nand2_1                0.11
sky130_fd_sc_hd__or3_1                  0.34
sky130_fd_sc_hd__o21ai_0                0.41
sky130_fd_sc_hd__a21oi_1                0.22
sky130_fd_sc_hd__o31ai_1                0.45
sky130_fd_sc_hd__a31oi_1                0.25
sky130_fd_sc_hd__o21ai_0                0.40
sky130_fd_sc_hd__nand2_1                0.09
sky130_fd_sc_hd__a32oi_1                0.24
sky130_fd_sc_hd__clkdlybuf4s50_1        0.50
## cell families (layout without fill, tap and decap cells)
logic type / after synthesis / count (layout) / synth area share, %
AND-OR/OR-AND: 180 / 180 / 24.09
XOR/XNOR: 64 / 64 / 12.71
adder cells (fa/ha/maj): 97 / 97 / 26.85
buffers and inverters: 137 / 211 / 11.49
multiplexers: 21 / 21 / 9.081
AND/OR/NAND/NOR: 169 / 169 / 15.78
## how the worst max path moves through the flow
| stage | end | depth (start not counted) |
|---|---|---|
| CTS | q[0] | 14 |
| global route | q[0] | 15 |
| finish | q[0] | 14 |
## power by group
part / internal [µW] / leakage, µW / switching, µW
sequential: 0 / 0 / 0
clock: 0 / 0 / 0
combinational: 114 / 0.00273 / 114
## cell type report
cell class	instances	area [µm²]	share of cell area [%]
timing repair buffer	108	1059	18.97
inverter	103	386.6	6.928
tap	108	135.1	2.422
multi-input combinational	531	4000	71.68
## routing by layer
metal	share of wire [%]	up-vias
li1	-	2398
met1	48	2046
met2	43	124
met3	7.2	12
met4	1.5	0
met5	0	-
## cells in the final DEF, fill, tap and decap left out, types with 5 or more instances in the layout
cell type	netlist	layout
sky130_fd_sc_hd__a21o_1	13	13
sky130_fd_sc_hd__xor2_1	46	46
sky130_fd_sc_hd__o21ai_0	81	81
sky130_fd_sc_hd__ha_1	97	97
sky130_fd_sc_hd__nand3_1	7	7
sky130_fd_sc_hd__xnor2_1	17	17
sky130_fd_sc_hd__nor2_1	47	47
sky130_fd_sc_hd__mux4_2	16	16
sky130_fd_sc_hd__inv_1	103	103
sky130_fd_sc_hd__nand2_1	88	88
sky130_fd_sc_hd__buf_4	1	7
sky130_fd_sc_hd__clkdlybuf4s50_1	0	100
sky130_fd_sc_hd__a211oi_1	12	12
sky130_fd_sc_hd__a21oi_1	46	46
sky130_fd_sc_hd__a31oi_1	7	7
sky130_fd_sc_hd__nor2b_1	10	10
sky130_fd_sc_hd__mux2i_1	5	5
## through the flow
stage	setup WS (ns)	area [µm²]	power, µW
final	4.473	5580	228.3
after global placement	4.593	5580	224.3
after detailed placement	4.588	5580	227.2
after floorplan	5.479	4519	150.8
after global routing	4.095	5580	256.5
after CTS	4.541	5580	229.0
Power figures rest on the tool's default switching activity, not on a simulated workload.
